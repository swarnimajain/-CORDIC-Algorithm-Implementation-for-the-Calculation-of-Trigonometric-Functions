==> /design/flow/design.v <==
`timescale 1ns / 1ps
module cordic(
    input clk,
    input signed [7:0] xin,  
    input signed [7:0] yin,  
    input signed [7:0] angle,  
    output reg signed [7:0] sine  
);
    parameter IDLE = 0;
    parameter STAGE_0 = 1;
    parameter STAGE_1 = 2;
    parameter STAGE_2 = 3;
    parameter STAGE_3 = 4;
    parameter STAGE_4 = 5;
    parameter STAGE_5 = 6;
    parameter STAGE_6 = 7;
    parameter STAGE_7 = 8;
    reg [3:0] state;   
    reg signed [7:0] x_stage[0:7];
    reg signed [7:0] y_stage[0:7];
    reg signed [7:0] z_stage[0:7];
   reg [7:0] atan_table [0:7];
always @(*) begin
    atan_table[0] = 8'b00110010;  
    atan_table[1] = 8'b00011101;  
    atan_table[2] = 8'b00001111; 
    atan_table[3] = 8'b00001000; 
    atan_table[4] = 8'b00000100; 
    atan_table[5] = 8'b00000010; 
    atan_table[6] = 8'b00000001; 
    atan_table[7] = 8'b00000000;
    end
    reg signed [7:0] x_shifted[0:7];
    reg signed [7:0] y_shifted[0:7];
    reg signed [7:0] z_sign[0:7];
    always @(posedge clk) begin
    state <= 4'b0000;
        case (state)
            IDLE: begin
                x_stage[0] <= xin;
                y_stage[0] <= yin;
                z_stage[0] <= angle;
                state <= STAGE_0;
            end
            STAGE_0: begin
                x_shifted[0] = x_stage[0] >>> 0;
                y_shifted[0] = y_stage[0] >>> 0;
                z_sign[0] = z_stage[0][7];
                x_stage[1] <= (z_stage[0][7] ? x_stage[0] + (y_stage[0] >>> 0) : x_stage[0] - (y_stage[0] >>> 0));
                y_stage[1] <= (z_stage[0][7] ? y_stage[0] - (x_stage[0] >>> 0) : y_stage[0] + (x_stage[0] >>> 0));
                z_stage[1] <= (z_stage[0][7] ? z_stage[0] + atan_table[0] : z_stage[0] - atan_table[0]);
                state <= STAGE_1;
            end
            STAGE_1: begin
                x_shifted[1] = x_stage[1] >>> 1;
                y_shifted[1] = y_stage[1] >>> 1;
                z_sign[1] = z_stage[1][7];
                x_stage[2] <= (z_stage[1][7] ? x_stage[1] + (y_stage[1] >>> 2) : x_stage[1] - (y_stage[1] >>> 1));
                y_stage[2] <= (z_stage[1][7] ? y_stage[1] - (x_stage[1] >>> 2) : y_stage[1] + (x_stage[1] >>> 1));
                z_stage[2] <= (z_stage[1][7] ? z_stage[1] + atan_table[1] : z_stage[1] - atan_table[1]);
                state <= STAGE_2;
            end
            STAGE_2: begin
                x_shifted[2] = x_stage[2] >>> 2;
                y_shifted[2] = y_stage[2] >>> 2;
                z_sign[2] = z_stage[2][7];
                x_stage[3] <= (z_stage[2][7] ? x_stage[2] + (y_stage[2] >>> 2) : x_stage[2] - (y_stage[2] >>> 2));
                y_stage[3] <= (z_stage[2][7] ? y_stage[2] - (x_stage[2] >>> 2) : y_stage[2] + (x_stage[2] >>> 2));
                z_stage[3] <= (z_stage[2][7] ? z_stage[2] + atan_table[2] : z_stage[2] - atan_table[2]);
                state <= STAGE_3;
            end
             STAGE_3: begin
                x_shifted[3] <= x_stage[3] >>> 3;
                y_shifted[3] <= y_stage[3] >>> 3;
                z_sign[3] <= z_stage[3][7];
                x_stage[4] <= z_stage[3][7] ? x_stage[3] + (y_stage[3] >>> 3) : x_stage[3] - (y_stage[3] >>> 3);
                y_stage[4] <= z_stage[3][7] ? y_stage[3] - (x_stage[3] >>> 3) : y_stage[3] + (x_stage[3] >>> 3);
                z_stage[4] <= z_stage[3][7] ? z_stage[3] + atan_table[3] : z_stage[3] - atan_table[3];
                state <= STAGE_4;
            end
            STAGE_4: begin
                x_shifted[4] <= x_stage[4] >>> 4;
                y_shifted[4] <= y_stage[4] >>> 4;
                z_sign[4] <= z_stage[4][7];
                x_stage[5] <= z_stage[4][7] ? x_stage[4] + (y_stage[4] >>> 4) : x_stage[4] - (y_stage[4] >>> 4);
                y_stage[5] <= z_stage[4][7] ? y_stage[4] - (x_stage[4] >>> 4) : y_stage[4] + (x_stage[4] >>> 4);
                z_stage[5] <= z_stage[4][7] ? z_stage[4] + atan_table[4] : z_stage[4] - atan_table[4];
                state <= STAGE_5;
            end
            STAGE_5: begin
                x_shifted[5] = x_stage[5] >>> 5;
                y_shifted[5] = y_stage[5] >>> 5;
                z_sign[5] = z_stage[5][7];
                x_stage[6] <= z_stage[5][7] ? x_stage[5] + (y_stage[5] >>> 5) : x_stage[5] - (y_stage[5] >>> 5);
                y_stage[6] <= z_stage[5][7] ? y_stage[5] - (x_stage[5] >>> 5) : y_stage[5] + (x_stage[5] >>> 5);
                z_stage[6] <= z_stage[5][7] ? z_stage[5] + atan_table[5] : z_stage[5] - atan_table[5];
                state <= STAGE_6;
            end
            STAGE_6: begin
                x_shifted[6] <= x_stage[6] >>> 6;
                y_shifted[6] <= y_stage[6] >>> 6;
                z_sign[6] <= z_stage[6][7];
                x_stage[7] <= z_stage[6][7] ? x_stage[6] + (y_stage[6] >>> 6) : x_stage[6] - (y_stage[6] >>> 6);
                y_stage[7] <= z_stage[6][7] ? y_stage[6] - (x_stage[6] >>> 6) : y_stage[6] + (x_stage[6] >>> 6);
                z_stage[7] <= z_stage[6][7] ? z_stage[6] + atan_table[6] : z_stage[6] - atan_table[6];
                state <= STAGE_7;
            end
            STAGE_7: begin
               sine <= (z_stage[7][7] ? y_stage[7] - (x_stage[7] >>> 7) : y_stage[7] + (x_stage[7] >>> 7));
                state <= IDLE;   
            end
        endcase
    end
endmodule
==> /design/flow/run.sh <==
#!/bin/bash
# OpenROAD 26Q1-2900-gdf79404cd8, Yosys 0.63+post, stock flow scripts
make -C /OpenROAD-flow-scripts/flow DESIGN_CONFIG=/design/flow/config.mk WORK_HOME=/design/flow/orfs finish
==> /design/flow/config.mk <==
export PLATFORM = sky130hd
export DESIGN_NAME = cordic
export DESIGN_NICKNAME = cordic
export VERILOG_FILES = /design/flow/design.v
export SDC_FILE = /design/flow/constraint.sdc
export NUM_CORES = 4
export LEC_CHECK = 1
export CORE_UTILIZATION = 50
==> /design/flow/constraint.sdc <==
current_design cordic

set clk_period 6.2
set clk_io_pct 0.2

create_clock -name clk0 -period $clk_period [get_ports {clk}]

set non_clock_inputs [all_inputs -no_clocks]
set_input_delay [expr $clk_period * $clk_io_pct] -clock clk0 $non_clock_inputs
set_output_delay [expr $clk_period * $clk_io_pct] -clock clk0 [all_outputs]
==> changes_impl.md <==
### Implementation results

* Minimum clock period at 2659 ps
* Largest net degree at the start of global routing at 31
* Global routing's busiest layer: met2
* # placed instances at 1,492
* Max frequency at 376.1 MHz
* P&R area growth vs syn at 10.92%
* Status: finished, final reports clean
* Yosys Warn Count at 8
* Vias at 7,953
* EDFF count, synth at 185
* # diodes at 0
* Cell depth of the worst flop-to-flop path at 8
* YS chip area at 12,750 µm²
* Die height at 161.7 µm
* Crit start category: flip-flop
* Skew-Pair Late Insertion Delay at 440 ps
* Vias in the first global route at 7,732
* Clk_skew at 19.20 ps
* CORE AREA at 25,110 µm²
* Std cell rows at 58
* CTS tree: built
* Chip area at 26,140 µm²
* All-Layer GR Usage at 18.04%
* Worst Tran Pin Value at 759.1 ps
* Register area at 5635 µm²
* Critical path startpoint: x_stage[4][5]
* Worst vdd ir at 0.1403 mV
* Post-route non-filler standard cell count at 1,524
* Hold Slack at 413.6 ps
* Cells after synthesis at 1,139
* GR Util met2 at 31.50%
* Yosys cell types at 57
* Synthesized flop and latch total at 189
* Hold depth at 0
* Max-slew headroom at 49.39%
* Synth Cell Area at 12,750 µm²
* Yosys Instances at 1,139
* Tally of filler cells in the layout at 2,074
* Slew Viols, Final at 0
* Register area share after synthesis at 44.21%
* Fp_density at 50.77%
* Met1 GRT Util at 26.08%
* Gpl congestion at 0.8539
* Clock root buffer: clkbuf_16
* H-tree depth at 4
* Most common reg cell: edfxtp_1
* Pwr Density at 178.8 nW/µm²
* CTS max path bufs at 2
* Max cap viols at 0
* Worst setup path category: flip-flop to flip-flop
* Reg2reg start: x_stage[4][5]
* Die width at 161.7 µm
* Avg Inst Size Synth at 11.19 µm²
* DRT Wirelength at 21,120 µm
* Final setup viols at 0
* Residual DRC count at 0
* Reg clk slew, reported paths at 90 ps
* Drt wl/cell at 13.86 µm
* Tool warnings at 39
* Number of antenna violations at the first check in global routing at 0
* Port Buf Inserts at 32
* Synth top cell by count: edfxtp_1
* Worst path arrival time at 2830 ps
* DR iter-0 viols at 359
* Post-CTS resize count at 0
* Setup Fix Bufs, Post-CTS at 0
* Hold_buf cts at 0
* GRT overflow at 0
* Ports at 33
* CTS sink cnt at 189
* Via-per-instance ratio at 5.219
* Area leader, netlist: edfxtp_1
* First-pass GRT wire length at 35,840 µm
* Post-layout util at 56.31%
* Min-delay src: z_stage[5][0]
* Final Hold Fails at 0
* RSZ-0062 raised after global routing: no
* Place WS at 3570 ps
* Logic area at 6605 µm²
* CTS Buf Count at 17
* DR pass1 iterations at 4
* Tcrit/Tclk final at 42.89%
* Detailed Place HPWL at 16,770 µm
* Layout cell share with drive strength beyond 1 at 5.360%
* Async SR Flop Fraction at 0%
* Post-synth top cells: edfxtp_1 (185), ha_1 (164), inv_1 (119)
* Pleak at 5.664 nW
* Setup_tns at 0 ps
* Setup crit end kind: flip-flop
* Met3 GRT Util at 2.683%
* Worst endpoint required time at 6370 ps
* Top cells, area: edfxtp_1 (44%), ha_1 (16%), xnor2_1 (6.5%)
* Min-delay worst type: flip-flop to flip-flop
* Crit path max fanout at 4
* Final ANT Viol Nets at 0
* Dominant cell area share at 43.58%
* Fin worst setup slack at 3541 ps
==> through the flow <==
stage | area (µm²) | power, W
6_report | 14140 | 0.002529
3_3_place_gp | 13500 | 0.001425
5_1_grt | 14140 | 0.002614
4_1_cts | 14140 | 0.002562
3_5_place_dp | 13500 | 0.001425
2_1_floorplan | 12750 | 0.001410
==> registers in the layout (all words and copies together) (netlist names) <==
signal   flops
y_stage     63
x_stage     57
z_stage     57
sine         8
state        4
==> report_power, final <==
group	switching, W	leakage, nW	internal (W)
clock network	0.000566	0.308	0.000567
logic	0.00000167	3.66	0.0000129
registers	0	1.70	0.00138
total	0.000568	5.66	0.00196
==> kinds of logic after synthesis <==
| kind of cell | share of synthesized area (%) |
|---|---|
| xor gates and xnor gates | 9.796 |
| adders and majority gates | 19.40 |
| DFF | 44.21 |
| muxes | 2.218 |
| and+or+nand+nor | 8.412 |
| buffers and inverters | 4.270 |
| AOI/OAI and AO/OA | 11.70 |
==> cells in the final DEF (no fill, tap or decap), drive strengths merged, types with 32 or more instances in the layout <==
master / n
edfxtp: 185
ha: 164
inv: 128
xnor2: 95
nor2: 83
a21oi: 81
xor2: 45
nand2: 43
o21ai: 37
clkdlybuf4s50: 32
==> path summary, 6_finish.rpt <==
path	to	slack, ps
worst min register to register	z_stage[6][0]	410
worst max-delay path	y_stage[5][7]	3540
worst max register to register	y_stage[5][7]	3540
worst min-delay path	z_stage[6][0]	410
==> cell type report <==
cell class,count,share of cell area (%)
Multi-Input combinational cell,811,46.71
Sequential cell,189,39.85
Inverter,120,3.186
Clock buffer,17,3.009
Tap cell,330,2.920
Timing Repair Buffer,42,2.796
Clock inverter,15,1.522
==> per-layer routing <==
metal  share of wire, %  vias up  routed length (µm)
li1                   -     4166                   -
met1                 45     3700                9463
met2                 52       70               10920
met3                2.2       17                 474
met4                1.3        0                 268
met5                  0        -                   0
==> worst max-delay path: stages (launching register included) <==
cell,delay [ps]
edfxtp_1,440
or3_1,430
ha_1,280
mux2_2,270
ha_1,330
o2111ai_1,100
nand3_1,120
o41ai_1,340
xnor2_1,100
Power is estimated from default activity; no workload was simulated.
